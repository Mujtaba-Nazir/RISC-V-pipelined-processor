==> design/flow/design.v <==
module ALU (
    input [31:0] i_A, i_B,
    input [3:0] i_ALUControl,
    output reg [31:0] o_result,
    output o_zero
);
    always @(*) begin
        case (i_ALUControl)
            4'b0000: o_result = i_A & i_B;   
            4'b0001: o_result = i_A | i_B;   
            4'b0010: o_result = i_A + i_B;   
            4'b0110: o_result = i_A - i_B;   
            4'b0111: o_result = (i_A < i_B) ? 1 : 0;   
            4'b1100: o_result = ~(i_A | i_B);   
            default: o_result = 0;
        endcase
    end
    assign o_zero = (o_result == 0) ? 1 : 0;
endmodule
==> design/flow/run.sh <==
#!/bin/bash
# OpenROAD 26Q1-2900-gdf79404cd8, Yosys 0.63+post, stock flow scripts
make -C /OpenROAD-flow-scripts/flow DESIGN_CONFIG=/design/flow/config.mk WORK_HOME=/design/flow/orfs finish
==> design/flow/config.mk <==
export PLATFORM = sky130hd
export DESIGN_NAME = ALU
export DESIGN_NICKNAME = ALU
export VERILOG_FILES = /design/flow/design.v
export SDC_FILE = /design/flow/constraint.sdc
export NUM_CORES = 4
export LEC_CHECK = 1
export CORE_UTILIZATION = 50
==> design/flow/constraint.sdc <==
current_design ALU

set clk_period 18.2
set clk_io_pct 0.2

create_clock -name clk0 -period $clk_period

set non_clock_inputs [all_inputs -no_clocks]
set_input_delay [expr $clk_period * $clk_io_pct] -clock clk0 $non_clock_inputs
set_output_delay [expr $clk_period * $clk_io_pct] -clock clk0 [all_outputs]
==> metrics.cfg <==
[outcome]
status = complete, no violations

[yosys]
ys_warn_count = 1
synth_area_um2 = 6331
seq_area_frac_synth = 0
ys_cells = 940
synth_cell_types = 96
yosys.area.top_type = ha_1
yosysChipArea_um2 = 6331
synth_top_area_share = 0.1996
top_cells_by_area = ha_1 20%, a21oi_1 6.7%, inv_1 5.7%, nor2_1 5.2%, o21ai_0 4.0%
syn_avg_cell_area_um2 = 6.735
synthCells = 940

[drt]
ant_nets = 0
drt_wl_total_mm = 23.01
vias = 7781
dr.pass1.iters = 5
vias_per_cell = 6.690
drcViolationCount = 0
dr.first_iter.drc_count = 776
num_antenna_cells = 0
wl_per_cell_um = 19.79

[cells_and_area]
flops = 0
seq_area_um2 = 0
n_clock_buffer = 0
drive_gt1_frac = 0.05930
fillers = 1104
synthToLayoutAreaGrowth_pct = 16.78
utilization = 0.6079

[placement]
portBuffers = 101
gp_congestion = 1.125
place_hpwl_mm = 17.90

[flow_run]
openroad.warnings = 102
cap_viol_max_count = 0

[worst_setup_path]
arrival_ps = 8600
cp.required_ps = 14560
worstSetupEndpointType = output pin
endpoint = o_zero
worstSetupPathType = input pin to output pin
crit_fanout = 16
startpoint = i_A[14]
cp-start-kind = input pin

[global_routing]
antenna_found_initial = 0
grt_pass1_vias = 6938
grtUsageTotal = 0.3542
grt_max_degree = 32
grt_overflow = 0
grt_pass1_wl_mm = 36.50

[clocking]
post_cts_buffers = 0
hold_buffers = 0
postCtsResizedCells = 0

[floorplan]
rows = 40
fp-utilization = 0.5206
core_area_um2 = 12160
die-area_um2 = 13120
die_x_um = 114.5
io_pins = 101
fp.dieH_um = 114.5

[hold_path]
holdCritPathClass = input pin to output pin
min_path_cells = 4

[final_timing]
setup_violations = 0
hold_slack_ps = 8568
drv_slew = 0
hold_violations = 0
worst_pin_slew_ps = 836.2
rsz0062_at_grt = no
fin_tns_setup_ps = 0
fmax_mhz = 81.71
relSlewSlack = 0.4354
post-route-period-util = 0.6724
fin_crit_ps = 12240

[pwr]
ir_drop_uv = 21.11
leakagePower_uw = 0.003232
pwr_density_cell_nw_per_um2 = 30.67
power_uw = 226.7

per-layer routing:
metal	track usage	up-vias	wire length [µm]
met5	0	-	0
met4	0.1307	0	940
met3	0.05016	78	2447
met2	0.5483	537	9867
met1	0.4992	3527	9758
li1	-	3639	-
cells by family after synthesis:
| logic type | after synthesis | synth area share |
|---|---|---|
| AOI/OAI and AO/OA | 361 | 0.4107 |
| and+or+nand+nor | 309 | 0.2626 |
| buffers and inverters | 152 | 0.09822 |
| adders and majority gates | 103 | 0.2059 |
| xor gates and xnor gates | 8 | 0.01107 |
| muxes | 7 | 0.01146 |
critical path, stage by stage:
cell and delay (ps):
clkdlybuf4s50_1 500, inv_1 60, ha_1 540, nor4_4 570
o21ai_0 250, and2_1 190, a211oi_1 500, o41a_1 400
a31o_2 230, o211ai_1 90, or4_1 560, nor4b_2 320
nor4b_2 240, clkdlybuf4s50_1 490
worst min-delay path by stage:
stage	to	start
CTS	o_result[13]	i_ALUControl[1]
finish	o_result[13]	i_ALUControl[1]
global route	o_result[13]	i_ALUControl[1]
cell usage in the layout (no fill, tap or decap), types with 6 or more instances in the layout:
| cell type | count |
|---|---|
| a211o_1 | 7 |
| a211oi_1 | 18 |
| a21o_1 | 19 |
| a21oi_1 | 85 |
| a221o_1 | 9 |
| a221oi_1 | 18 |
| a31oi_1 | 8 |
| and2_1 | 10 |
| buf_4 | 10 |
| clkdlybuf4s50_1 | 101 |
| ha_1 | 101 |
| inv_1 | 96 |
| nand2_1 | 62 |
| nand2b_1 | 17 |
| nand3_1 | 15 |
| nand3b_1 | 6 |
| nand4_1 | 12 |
| nand4b_1 | 6 |
| nor2_1 | 88 |
| nor2b_1 | 13 |
| nor3_1 | 17 |
| nor4_1 | 8 |
| o2111ai_1 | 6 |
| o211ai_1 | 15 |
| o21a_1 | 9 |
| o21ai_0 | 50 |
| o21bai_1 | 10 |
| o22ai_1 | 8 |
| o31ai_1 | 9 |
| or3_1 | 6 |
| or4_1 | 10 |
| xnor2_1 | 6 |
Yosys cell counts (9+ instances only):
| cell | number |
|---|---|
| a211oi_1 | 18 |
| a21o_1 | 19 |
| a21oi_1 | 85 |
| a221o_1 | 9 |
| a221oi_1 | 18 |
| and2_1 | 10 |
| buf_2 | 11 |
| clkbuf_1 | 33 |
| ha_1 | 101 |
| inv_1 | 96 |
| nand2_1 | 62 |
| nand2b_1 | 17 |
| nand3_1 | 15 |
| nand4_1 | 12 |
| nor2_1 | 88 |
| nor2b_1 | 13 |
| nor3_1 | 17 |
| nor4_1 | 9 |
| o211ai_1 | 15 |
| o21a_1 | 9 |
| o21ai_0 | 50 |
| o21bai_1 | 10 |
| o31ai_1 | 9 |
| or4_1 | 10 |
through the flow:
step           cells  area [µm²]  setup WS (ps)
2_1_floorplan    940        6331           7877
3_3_place_gp    1163        7393           6050
3_5_place_dp    1163        7393           6039
4_1_cts         1163        7393           6031
5_1_grt         1163        7393           5724
6_report        1163        7393           5962
power breakdown:
group          internal (µW)  leakage (µW)  switching [µW]
Sequential                 0             0               0
Clock                      0             0               0
Combinational           94.6       0.00323             132
Total                   94.6       0.00323             132
final cells by class:
class,count,area (µm²),share of cell area
Inverter,96,360.3,0.04874
Timing Repair Buffer,111,1086,0.1469
Tap cell,168,210.2,0.02843
Multi-Input combinational cell,788,5737,0.7759
Power is estimated from default activity; no workload was simulated.
